===== design/flow/config.mk =====
export PLATFORM = sky130hd
export DESIGN_NAME = sort2in1
export DESIGN_NICKNAME = sort2in1
export VERILOG_FILES = /design/flow/design.v
export SDC_FILE = /design/flow/constraint.sdc
export NUM_CORES = 4
export LEC_CHECK = 1
export CORE_UTILIZATION = 40

===== design/flow/constraint.sdc =====
current_design sort2in1

set clk_period 31.8
set clk_io_pct 0.2

create_clock -name clk0 -period $clk_period [get_ports {clk}]

set non_clock_inputs [all_inputs -no_clocks]
set_input_delay [expr $clk_period * $clk_io_pct] -clock clk0 $non_clock_inputs
set_output_delay [expr $clk_period * $clk_io_pct] -clock clk0 [all_outputs]

===== design/flow/design.v =====
module sort2in1 
#(parameter W =12 ) 
(
    input clk,
    input synrst,
    input DataEn,
    input [W-1:0]DataIn,
    output     [W-1:0] DataMax,
    output reg [W+4-1:0]DataSumOut
    );
    reg [W-1:0]R00;
    reg [W-1:0]R01;
    reg [W-1:0]R02;
    reg [W-1:0]R03;
    reg [W-1:0]R04;
    reg [W-1:0]R05;
    reg [W-1:0]R06;
    reg [W-1:0]R07;
    reg [W-1:0]R08;
    reg [W-1:0]R09;
    reg [W-1:0]R10;
    reg [W-1:0]R11;
    reg [W-1:0]R12;
    reg [W-1:0]R13;
    reg [W-1:0]R14;
    reg [W-1:0]R15;
    reg [W-1:0]R00_next;
    reg [W-1:0]R01_next;
    reg [W-1:0]R02_next;
    reg [W-1:0]R03_next;
    reg [W-1:0]R04_next;
    reg [W-1:0]R05_next;
    reg [W-1:0]R06_next;
    reg [W-1:0]R07_next;
    reg [W-1:0]R08_next;
    reg [W-1:0]R09_next;
    reg [W-1:0]R10_next;
    reg [W-1:0]R11_next;
    reg [W-1:0]R12_next;
    reg [W-1:0]R13_next;
    reg [W-1:0]R14_next;
    reg [W-1:0]R15_next;
assign DataMax=R15;
always@(posedge clk)
    if(synrst)begin
        R00<=0;
        R01<=0;
        R02<=0;
        R03<=0;
        R04<=0;
        R05<=0;
        R06<=0;
        R07<=0;
        R08<=0;
        R09<=0;
        R10<=0;
        R11<=0;
        R12<=0;
        R13<=0;
        R14<=0;
        R15<=0;
    end
    else if(DataEn)begin
        R00<=R00_next;
        R01<=R01_next;
        R02<=R02_next;
        R03<=R03_next;
        R04<=R04_next;
        R05<=R05_next;
        R06<=R06_next;
        R07<=R07_next;
        R08<=R08_next;
        R09<=R09_next;
        R10<=R10_next;
        R11<=R11_next;
        R12<=R12_next;
        R13<=R13_next;
        R14<=R14_next;
        R15<=R15_next;
    end
wire  R00_flag=DataIn>=R00;
wire  R01_flag=DataIn>=R01;
wire  R02_flag=DataIn>=R02;
wire  R03_flag=DataIn>=R03;
wire  R04_flag=DataIn>=R04;
wire  R05_flag=DataIn>=R05;
wire  R06_flag=DataIn>=R06;
wire  R07_flag=DataIn>=R07;
wire  R08_flag=DataIn>=R08;
wire  R09_flag=DataIn>=R09;
wire  R10_flag=DataIn>=R10;
wire  R11_flag=DataIn>=R11;
wire  R12_flag=DataIn>=R12;
wire  R13_flag=DataIn>=R13;
wire  R14_flag=DataIn>=R14;
wire  R15_flag=DataIn>=R15;
wire R00_shift_flag;
wire R01_shift_flag;
wire R02_shift_flag;
wire R03_shift_flag;
wire R04_shift_flag;
wire R05_shift_flag;
wire R06_shift_flag;
wire R07_shift_flag;
wire R08_shift_flag;
wire R09_shift_flag;
wire R10_shift_flag;
wire R11_shift_flag;
wire R12_shift_flag;
wire R13_shift_flag;
wire R14_shift_flag;
wire R15_shift_flag;
assign  R00_shift_flag=R01_shift_flag | R01_flag;
assign  R01_shift_flag=R02_shift_flag | R02_flag;
assign  R02_shift_flag=R03_shift_flag | R03_flag;
assign  R03_shift_flag=R04_shift_flag | R04_flag;
assign  R04_shift_flag=R05_shift_flag | R05_flag;
assign  R05_shift_flag=R06_shift_flag | R06_flag;
assign  R06_shift_flag=R07_shift_flag | R07_flag;
assign  R07_shift_flag=R08_shift_flag | R08_flag;
assign  R08_shift_flag=R09_shift_flag | R09_flag;
assign  R09_shift_flag=R10_shift_flag | R10_flag;
assign  R10_shift_flag=R11_shift_flag | R11_flag;
assign  R11_shift_flag=R12_shift_flag | R12_flag;
assign  R12_shift_flag=R13_shift_flag | R13_flag;
assign  R13_shift_flag=R14_shift_flag | R14_flag;
assign  R14_shift_flag=R15_shift_flag | R15_flag;
assign  R15_shift_flag=1'b0;
always @(*)                                     		 if(R15_flag)  R15_next = DataIn ; else R15_next=R15;
always @(*)  if(R14_shift_flag)  R14_next=R15;  else if(R14_flag)  R14_next = DataIn ; else R14_next=R14;
always @(*)  if(R13_shift_flag)  R13_next=R14;  else if(R13_flag)  R13_next = DataIn ; else R13_next=R13;
always @(*)  if(R12_shift_flag)  R12_next=R13;  else if(R12_flag)  R12_next = DataIn ; else R12_next=R12;
always @(*)  if(R11_shift_flag)  R11_next=R12;  else if(R11_flag)  R11_next = DataIn ; else R11_next=R11;
always @(*)  if(R10_shift_flag)  R10_next=R11;  else if(R10_flag)  R10_next = DataIn ; else R10_next=R10;
always @(*)  if(R09_shift_flag)  R09_next=R10;  else if(R09_flag)  R09_next = DataIn ; else R09_next=R09;
always @(*)  if(R08_shift_flag)  R08_next=R09;  else if(R08_flag)  R08_next = DataIn ; else R08_next=R08;
always @(*)  if(R07_shift_flag)  R07_next=R08;  else if(R07_flag)  R07_next = DataIn ; else R07_next=R07;
always @(*)  if(R06_shift_flag)  R06_next=R07;  else if(R06_flag)  R06_next = DataIn ; else R06_next=R06;
always @(*)  if(R05_shift_flag)  R05_next=R06;  else if(R05_flag)  R05_next = DataIn ; else R05_next=R05;
always @(*)  if(R04_shift_flag)  R04_next=R05;  else if(R04_flag)  R04_next = DataIn ; else R04_next=R04;
always @(*)  if(R03_shift_flag)  R03_next=R04;  else if(R03_flag)  R03_next = DataIn ; else R03_next=R03;
always @(*)  if(R02_shift_flag)  R02_next=R03;  else if(R02_flag)  R02_next = DataIn ; else R02_next=R02;
always @(*)  if(R01_shift_flag)  R01_next=R02;  else if(R01_flag)  R01_next = DataIn ; else R01_next=R01;
always @(*)  if(R00_shift_flag)  R00_next=R01;  else if(R00_flag)  R00_next = DataIn ; else R00_next=R00;
wire [W:0] s_0;
wire [W:0] s_1;
wire [W:0] s_2;
wire [W:0] s_3;
wire [W:0] s_4;
wire [W:0] s_5;
wire [W:0] s_6;
wire [W:0] s_7;
assign s_0={1'b0,R15}+{1'b0,R00};
assign s_1={1'b0,R14}+{1'b0,R01};
assign s_2={1'b0,R13}+{1'b0,R02};
assign s_3={1'b0,R12}+{1'b0,R03};
assign s_4={1'b0,R11}+{1'b0,R04};
assign s_5={1'b0,R10}+{1'b0,R05};
assign s_6={1'b0,R09}+{1'b0,R06};
assign s_7={1'b0,R08}+{1'b0,R07};
wire [W+1:0] s0_0;
wire [W+1:0] s0_1;
wire [W+1:0] s0_2;
wire [W+1:0] s0_3;
assign s0_0={1'b0,s_0}+{1'b0,s_7};
assign s0_1={1'b0,s_1}+{1'b0,s_6};
assign s0_2={1'b0,s_2}+{1'b0,s_5};
assign s0_3={1'b0,s_3}+{1'b0,s_4};
wire [W+2:0] s1_0;
wire [W+2:0] s1_1;
assign s1_0={1'b0,s0_0}+{1'b0,s0_3};
assign s1_1={1'b0,s0_1}+{1'b0,s0_2};
wire [W+3:0] s2_0;                   
assign s2_0={1'b0,s1_0}+{1'b0,s1_1}; 
always @(clk)
	if(synrst)
		DataSumOut<='b0;
	else
		DataSumOut<=s2_0;
endmodule

===== design/flow/run.sh =====
#!/bin/bash
# OpenROAD 26Q1-2900-gdf79404cd8, Yosys 0.63+post, stock flow scripts
make -C /OpenROAD-flow-scripts/flow DESIGN_CONFIG=/design/flow/config.mk WORK_HOME=/design/flow/orfs finish

==> run_results.csv <==
group,metric,value,unit
outcome,status,"complete, no violations",
power,swShare,45.9,%
global_route,grt_pass1_wl,87.3,mm
worst_setup_path,path_delay_family,"buffers and inverters",
layout,area_growth,8.99,%
route,finalWirelength,56.1,mm
job,warning_count,27,
power,p_comb_share,70.1,%
clocking,postCtsHoldBufs,0,
worst_setup_path,path_max_fanout,128,
route,viasPerCell,5.52,
die,floorplan.core_util,40.7,%
place,place_congestion,0.973,
route,drt_iter0_markers,848,
global_route,grt-ovfl-total,0,
global_route,antenna_found_initial,0,
global_route,track_usage,26.0,%
logic_synthesis,syn_avg_cell_area,8.43,sq um
layout,mostFrequentLayoutCells,"inv_1, nor2_1, ha_1, a21oi_1, dfxtp_1",
sta,finalClockPeriodUsage,44.7,%
logic_synthesis,synthFlopType,"dfxtp_1",
logic_synthesis,synth.distinct_cells,59,
sta,relSlewSlack,40.7,%
sta,fmax,0.0703,GHz
sta,finalCriticalPeriod,14220,ps
place,pre_cts_slack,17490,ps
sta,finalSetupViolCount,0,
worst_setup_path,crit_required,25440,ps
power,seqPwrFrac,16.2,%
worst_setup_path,cp-end-kind,"output pin",
clocking,post_cts_buffers,0,
logic_synthesis,netlist_instances,2144,
clocking,cts_resized,0,
worst_setup_path,critPathLaunchType,"primary input",
power,p_clk_share,13.7,%
clocking,cts_sinks,192,
global_route,first_global_vias,14700,
sta,worst_pin_slew,886,ps
clocking,h-tree-depth,4,
clocking,cts_buffers,17,
die,rows,77,
power,total_leakage_power,8.39,nW
route,n_antenna_cell,0,
logic_synthesis,edf_count,0,
power,p_sw,0.782,mW
worst_hold_path,min_path_type,"reg -> reg",
power,power.density,86.4,mW/mm^2
power,ir_worst_vdd,131,uV
worst_setup_path,crit_chain,"buf_6 -> buf_12 -> nor2b_1 -> clkdlybuf4s50_1",
power,intPower,0.922,mW
clocking,root_buffer,"clkbuf_16",
logic_synthesis,yosys_cells,2144,
logic_synthesis,async_reset_ff_share,0,%
route,wl_per_cell,20.6,um
place,dp_hpwl,41.9,mm
die,die_w,215,um
logic_synthesis,synth.ff_latch_count,192,
clocking,clk_pin_slew,80,ps
worst_setup_path,critPathKind,"in -> out",
die,die_area,0.0461,sq mm
logic_synthesis,ys_area,0.0181,sq mm
clocking,insertion_delay,470,ps
logic_synthesis,netlist_area,0.0181,sq mm
die,fp.dieH,215,um
sta,drv_slew,0,
place,io_buffers,42,
job,maxCapViolCount,0,
die,ios,43,
sta,finalHoldViolations,0,
logic_synthesis,ys_seq_share,21.3,%
worst_setup_path,critPathMaxStageDelay,500,ps
global_route,grt_start_max_net_pins,129,
route,detail-route-antenna-nets,0,
clocking,clockBufferDepth,2,
worst_setup_path,crit_buf_inv,3,
sta,rsz0062_at_grt,"false",
route,vias,15100,
sta,fin_worst_skew,14.2,ps
clocking,tritoncts,"built",
route,drc,0,
layout,drive_gt1_share,4.78,%
die,core_area,0.0444,sq mm
sta,finalSetupTns,0,ps
sta,setup_ws,17580,ps
worst_setup_path,crit_arrival,7860,ps
route,dr.pass1.iters,7,
worst_setup_path,crit_slowest_cell,"buf_12",
logic_synthesis,ys_warn_count,1,
layout,lay_top_count,"inv_1",
worst_setup_path,rrSetupSlack,26840,ps
[synthesized netlist by cell type (all sizes together), types with 23 or more instances]
library cell    n  area share [%]
a211oi        131             5.5
a21o           23            0.95
a21oi         203             5.6
a311oi         48             2.3
clkbuf        106             2.2
dfxtp         192              21
fa            164              18
ha            217              15
inv           376             7.8
mux2i          51             2.8
nand2          79             1.6
nand3          66             1.8
nor2          231             4.8
nor3           24            0.75
o21ai          44             1.2
[state kept, by name, summed over array words and instances, names as in the netlist]
name	cells
R00	12
R01	12
R02	12
R03	12
R04	12
R05	12
R06	12
R07	12
R08	12
R09	12
R10	12
R11	12
R12	12
R13	12
R14	12
R15	12
[worst min-delay path, stage by stage (launching register included)]
cell and delay (ps):
dfxtp_1 310, nor2_1 90, a211oi_1 50
[kinds of logic after synthesis]
kind of cell,Yosys count,synth area share (%)
fa+ha+maj,381,33.2
compound gates,547,20.4
mux,52,2.89
flops,192,21.3
simple gates,460,11.2
xor+xnor,11,0.533
buf+inv,501,10.6
[final timing paths]
kind | depth (start not counted) | start | end
setup / recovery | 4 | synrst | DataSumOut[3]
hold / removal | 2 | R13[9] | R13[9]
setup reg to reg | 15 | R15[2] | R04[6]
hold reg to reg | 2 | R13[9] | R13[9]
[metal layers]
layer,part of all wire (%),global-route usage [%]
met2,43,37.6
met1,44,37.8
met4,2.4,5.33
met5,0,0
met3,10,10.1
[power by group through the flow]
stage | combinational [mW] | clock, mW | sequential [mW]
final | 1.19 | 0.233 | 0.276
after global routing | 1.36 | 0.246 | 0.279
after CTS | 1.21 | 0.236 | 0.276
[stage by stage]
step	std cells	hold WS, ps	util (%)	cell area (sq um)	power [mW]
finish	2728	502	44.4	19700	1.70
floorplan	2144	450	-	18100	1.03
CTS	2728	502	44.4	19700	1.72
global placement	2696	483	43.0	19100	1.49
global route	2728	526	44.4	19700	1.88
detailed placement	2696	492	43.0	19100	1.48
[cell type report]
type | count | area, sq um
fillers | 4247 | 24700
multi-input cells | 1451 | 12400
flip-flops and latches | 192 | 3840
inverters | 376 | 1410
repair buffers | 85 | 752
well taps | 592 | 741
clock buffers | 18 | 429
clock inverters | 14 | 173
Power is estimated from default activity; no workload was simulated.
